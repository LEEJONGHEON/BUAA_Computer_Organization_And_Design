`./design.v`:
```
`timescale 1ns / 1ps
module M_pipe(
    input clk,
	 input reset,
    input [31:0] IR_E,
    input [31:0] PC4_E,
    input [31:0] PC8_E,
	 input [4:0] A3_E,
    input [31:0] AO,
    input [31:0] RT_E,
	 input RegWrite_E,
	 input MemWrite_E,
    output reg [31:0] IR_M,
    output reg [31:0] PC4_M,
    output reg [31:0] PC8_M,
	 output reg [4:0] A3_M,
    output reg [31:0] AO_M,
    output reg [31:0] RT_M,
	 output reg RegWrite_M,
	 output reg MemWrite_M	 
    );
	 initial begin
		IR_M <= 32'b0;
		PC4_M <= 32'b0;
		PC8_M <= 32'b0;
		A3_M <= 5'b0;
		AO_M <= 32'b0;
		RT_M <= 32'b0;
		RegWrite_M <= 1'b0;
		MemWrite_M <= 1'b0;
	 end
	 always @(posedge clk) begin
		 if(reset) begin
			IR_M <= 32'b0;
			PC4_M <= 32'b0;
			PC8_M <= 32'b0;
			A3_M <= 5'b0;
			AO_M <= 32'b0;
			RT_M <= 32'b0;
			RegWrite_M <= 1'b0;
			MemWrite_M <= 1'b0;
		 end
		 else begin
			IR_M <= IR_E;
			PC4_M <= PC4_E;
			PC8_M <= PC8_E;
			A3_M <= A3_E;
			AO_M <= AO;
			RT_M <= RT_E;
			RegWrite_M <= RegWrite_E;
			MemWrite_M <= MemWrite_E;
		 end
	 end
endmodule
```
`./run.sh`:
```
#!/bin/bash
# OpenROAD 26Q1-2900-gdf79404cd8, Yosys 0.63+post, stock flow scripts
make -C /OpenROAD-flow-scripts/flow DESIGN_CONFIG=/design/flow/config.mk WORK_HOME=/design/flow/orfs finish
```
`./config.mk`:
```
export PLATFORM = sky130hd
export DESIGN_NAME = M_pipe
export DESIGN_NICKNAME = M_pipe
export VERILOG_FILES = /design/flow/design.v
export SDC_FILE = /design/flow/constraint.sdc
export NUM_CORES = 4
export LEC_CHECK = 1
export CORE_AREA = 10 10 192 192
export DIE_AREA = 0 0 202 202
```
`./constraint.sdc`:
```
current_design M_pipe

set clk_period 1.0
set clk_io_pct 0.2

create_clock -name clk0 -period $clk_period [get_ports {clk}]

set non_clock_inputs [all_inputs -no_clocks]
set_input_delay [expr $clk_period * $clk_io_pct] -clock clk0 $non_clock_inputs
set_output_delay [expr $clk_period * $clk_io_pct] -clock clk0 [all_outputs]
```
==> impl_metrics.py <==
# Metrics from the implementation run
metrics = {
    "critical_path": {
        "cp-start-kind": "register",
        "worstPathCellList": "buf_2",
        "worstSetupEndpointType": "output pin",
        "required_ns": 0.80,
        "path_max_fanout": 1,
        "cpPeakStageDelay_ns": 0.36,
        "crit_path_top_delay_cell": "dfxtp_2",
        "path_delay_family": "flip-flops",
        "cp.depth": 1,
        "timing_worst_setup_path_type": "register to output pin",
        "worstPathArrival_ns": 0.89,
        "crit_buf_inv": 1,
    },
    "drt": {
        "first_iter_violations": 64,
        "vias": 3494,
        "detail-route-antenna-nets": 0,
        "first_pass_iters": 3,
        "drcViolationCount": 0,
        "wirelength_um": 17600,
        "wl_per_cell_um": 15.3,
        "diodes": 0,
        "routed_via_density": 3.04,
    },
    "placement": {
        "dpl_cell_area_mm2": 0.00840,
        "portBuffers": 335,
        "gp_congestion": 0.806,
        "dp_hpwl_um": 14100,
    },
    "finish": {
        "design_area_mm2": 0.00823,
        "layout_top_cells": "nor2b_1, clkdlybuf4s50_1, buf_2",
        "drive_gt1_frac": 0.333,
        "syn_to_final_growth_pct": 83.6,
    },
    "global_route": {
        "antenna_found_initial": 0,
        "grt_pass1_vias": 3763,
        "grt_pass1_wl_um": 25500,
        "globalRouteTotalUtil": 0.0841,
        "grt-ovfl-total": 0,
        "grt_max_degree": 36,
    },
    "pwr": {
        "p_seq_frac": 0.482,
        "powerDensity_mw_per_mm2": 1790,
        "combPwrFrac": 0.094,
        "p_leak_nw": 3.55,
        "clockPowerShare": 0.424,
        "switching_power_mw": 3.35,
        "peakVddDrop_mv": 1.07,
        "internal_power_mw": 11.4,
        "p_sw_frac": 0.228,
    },
    "synth": {
        "yosysSeqAreaShare": 0.746,
        "ys_cells": 352,
        "yosysWarnings": 1,
        "area_leaders": "dfxtp_1, nor2b_1, buf_2",
        "synth_flops": 167,
        "yosys_area_mm2": 0.00448,
        "yosysTopAreaCellShare": 0.746,
        "synth_cells": 352,
        "ys_types": 5,
        "synth_top_cell_by_area": "dfxtp_1",
        "synth_area_mm2": 0.00448,
        "avgSynthCellArea_um2": 12.7,
    },
    "sta": {
        "min_period_ns": 1.09,
        "tightest_slew_ns": 0.219,
        "final_max_slew_viol_count": 0,
        "setup_viol": 167,
        "clock.fmax_ghz": 0.916,
        "setup-tns-final_ns": -5.66,
        "rsz0062_at_grt": "yes",
        "finalClockPeriodUsage": 1.09,
        "setup_ws_ns": -0.0918,
        "slew_headroom": 0.854,
        "finalHoldViolCount": 0,
    },
    "floorplanning": {
        "fp_util": 0.137,
        "die_area_mm2": 0.0408,
        "row_count": 66,
        "die_y_um": 202,
        "core_mm2": 0.0326,
        "fp.dieW_um": 202,
        "io_pins": 336,
    },
    "clock_network": {
        "post_cts_buffers": 0,
        "cts_buffers": 17,
        "cts.sinks": 167,
        "cts_buffer_depth": 2,
        "path_clk_slew_ns": 0.07,
        "tritoncts": "done",
        "cts-root-buf": "clkbuf_16",
        "cts.hold.buffers_added": 0,
        "htree_levels": 4,
    },
    "job": {
        "openroad.warnings": 27,
        "maxCapViolations": 0,
    },
    "status": {
        "status": "finished, violations left",
        "violations": "negative setup slack",
    },
    "worst_hold_path": {
        "hp-class": "input port to register",
        "holdPathStages": 2,
    },
}
## per-layer routing
metal	up-vias	global-route usage	part of all wire
met2	175	0.146	0.50
met1	1562	0.0930	0.38
met3	16	0.0402	0.10
met4	0	0.0140	0.019
met5	-	0	0
li1	1741	-	-
## repair_timing
item,CTS,global route
endpoints found under the setup margin,167,167
cloned,0,0
gates resized,588,15
## through the flow
step | worst slack (ns) | instances | util | power [mW] | hold slack, ns
2_1_floorplan | 0.314 | 352 | - | 7.46 | 0.328
3_3_place_gp | -0.0993 | 1118 | 0.257 | 8.99 | 0.522
3_5_place_dp | -0.0929 | 1118 | 0.257 | 8.99 | 0.527
4_1_cts | -0.133 | 1150 | 0.251 | 15.0 | 0.0512
5_1_grt | -0.149 | 1150 | 0.252 | 15.4 | 0.0624
6_report | -0.0918 | 1150 | 0.252 | 14.7 | 0.0830
## Yosys cell counts
cell type	instances
buf_4	3
dfxtp_1	167
clkbuf_1	1
nor2b_1	167
buf_2	14
## final timing paths
path | start | to | slack [ns]
setup / recovery | PC4_M[11]$_SDFF_PP0_ | PC4_M[11] | -0.09
hold / removal | reset | RT_M[14]$_SDFF_PP0_ | 0.08
## final cells by class
cell class / count / area (µm²)
fill: 3452 / 24400
sequential: 167 / 3380
timing repair buffer: 342 / 2700
multi-input combinational: 167 / 1040
tap: 442 / 553
clock buffer: 20 / 457
clock inverter: 12 / 93.8
## kinds of logic after synthesis
kind of cell,Yosys count,synth area share
buf+inv,18,0.0215
flops,167,0.746
simple gates,167,0.233
## registers in the layout, indices dropped and copies added (netlist names)
name and cells:
A3_M 5, AO_M 32, IR_M 32, MemWrite_M 1, PC4_M 32, PC8_M 32, RT_M 32, RegWrite_M 1
## power groups by stage
| stage | registers, mW | logic (mW) | clock network, mW |
|---|---|---|---|
| finish | 7.10 | 1.39 | 6.24 |
| global route | 7.13 | 1.54 | 6.77 |
| CTS | 7.10 | 1.43 | 6.49 |
No activity file was given, so power comes from the tool's default toggle rates.
