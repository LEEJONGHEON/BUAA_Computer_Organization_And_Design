===== ./design.v =====
`timescale 1ns / 1ps
module E_pipe(
    input clk,
	 input reset,
    input [31:0] IR_D,
    input [31:0] PC4_D,
    input [31:0] PC8_D,
	 input [4:0] A3_D,
    input [31:0] RF_RD1,
    input [31:0] RF_RD2,
    input [31:0] EXT,
	 input RegWrite_D,
	 input MemWrite_D,
	 input cmpout,
	 input Stall,
    output reg [31:0] IR_E,
    output reg [31:0] PC4_E,
    output reg [31:0] PC8_E,
	 output reg [4:0] A3_E,
    output reg [31:0] RS_E,
    output reg [31:0] RT_E,
    output reg [31:0] EXT_E,
	 output reg RegWrite_E,
	 output reg MemWrite_E	 
    );
	 initial begin
		IR_E <= 32'b0;
		PC4_E <= 32'b0;
		PC8_E <= 32'b0;
		A3_E <= 5'b0;
		RS_E <= 32'b0;
		RT_E <= 32'b0;
		EXT_E <= 32'b0;
		RegWrite_E <= 1'b0;
		MemWrite_E <= 1'b0;
	 end
	 always @(posedge clk) begin
		if (reset) begin
			IR_E <= 32'b0;
			PC4_E <= 32'b0;
			PC8_E <= 32'b0;
			A3_E <= 5'b0;
			RS_E <= 32'b0;
			RT_E <= 32'b0;
			EXT_E <= 32'b0;
			RegWrite_E <= 1'b0;
			MemWrite_E <= 1'b0;
		end
		else if (Stall) begin
			IR_E <= 32'b0;
			PC4_E <= 32'b0;
			PC8_E <= 32'b0;
			A3_E <= 5'b0;
			RS_E <= 32'b0;
			RT_E <= 32'b0;
			EXT_E <= 32'b0;
			RegWrite_E <= 1'b0;
			MemWrite_E <= 1'b0;
		end
		else begin
			IR_E <= IR_D;
			PC4_E <= PC4_D;
			if(IR_D[31:26]==6'b000000 && IR_D[5:0]==6'b001010 && cmpout==1)begin 
				PC8_E <= RF_RD1;
			end
			else PC8_E <= PC8_D;
			if(((IR_D[31:26]==6'b000001 && IR_D[20:16]==5'b10001)|| (IR_D[31:26]==6'b000000 && IR_D[5:0]==6'b001010)) && cmpout==0) begin
				A3_E <= 5'b0;
				RegWrite_E <= 1'b0;
			end
			else begin
				A3_E <= A3_D;
				RegWrite_E <= RegWrite_D;
			end
			RS_E <= RF_RD1;
			RT_E <= RF_RD2;
			EXT_E <= EXT;
			MemWrite_E <= MemWrite_D;
		end
	 end
endmodule

===== ./run.sh =====
#!/bin/bash
# OpenROAD 26Q1-2900-gdf79404cd8, Yosys 0.63+post, stock flow scripts
make -C /OpenROAD-flow-scripts/flow DESIGN_CONFIG=/design/flow/config.mk WORK_HOME=/design/flow/orfs finish

===== ./config.mk =====
export PLATFORM = sky130hd
export DESIGN_NAME = E_pipe
export DESIGN_NICKNAME = E_pipe
export VERILOG_FILES = /design/flow/design.v
export SDC_FILE = /design/flow/constraint.sdc
export NUM_CORES = 4
export LEC_CHECK = 1
export CORE_AREA = 10 10 246 246
export DIE_AREA = 0 0 256 256

===== ./constraint.sdc =====
current_design E_pipe

set clk_period 7.3
set clk_io_pct 0.2

create_clock -name clk0 -period $clk_period [get_ports {clk}]

set non_clock_inputs [all_inputs -no_clocks]
set_input_delay [expr $clk_period * $clk_io_pct] -clock clk0 $non_clock_inputs
set_output_delay [expr $clk_period * $clk_io_pct] -clock clk0 [all_outputs]

==> run summary <==
run metrics: DRT Pass-1 Iters 4, Yosys Chip Area 0.00573 mm2, Setup crit start kind input port, critical path peak fanout 32, Syn Std Cell Area 0.00573 mm2, Rows 86, worst-margin pin slew 0.802 ns, RSZ-0062 raised after global routing no, Setup crit end kind register, detailed placer's ending HPWL 18700 um, initial antenna violation count 5, Yosys reg bits 199, slew margin rel. 0.465, most instantiated logic cells after routing clkdlybuf4s50_1, dfxtp_1, and2_1, LEAKAGE 4.28 nW, buffer count from post-CTS setup fixing 0, Flop area 0.00398 mm2, # DRC 0, hold-fix buffers at CTS 0, min Tclk post-route 3.28 ns, Syn-to-layout area delta 95.2%, CTS buffer count 17, post-route ant nets 0, tool warnings 25, yosys cell count 502, wire per inst 13.9 um, # fillers 6017, Die Y 256 um, Core Region 0.0551 mm2, Port Buffer Count 401, synthesized area per cell 11.4 um2, cells after synthesis 502, routability congestion estimate 0.833, via count 4790, Clock transition at path regs 0.07 ns, Logic area 0.00152 mm2, Slew Viols, Final 0, setup TNS 0 ns, WHS 1.52 ns, count of final setup violators 0, met1 GRT Util 0.0762, number of H-tree levels 4, Fin. Hold Viols 0, post-synth cell types 19, Final Cycle Share 0.449, cells along the critical path clkdlybuf4s50_1 > or4b_4 > nor4_4 > buf_4 > mux2i_1, Crit Path Category input port to register, Via density 2.88, Synth Warn # 1, Die X 256 um, worst path arrival time 3.68 ns, status finished clean, critical-path cell with the highest stage delay or4b_4, GRT met2 Usage 0.111, first-pass GRT wire length 33700 um, crit path DRT 7.70 ns, GR Util All Layers 0.0692, Top delay family on crit path buffers and inverters, total grt overflow 0, Top Ports 402, WL final 23100 um, Die Footprint 0.0655 mm2, clock tree buffer depth 2, largest net degree at the start of global routing 85, peak supply drop 0.000209 V, gr busiest metal met2, Fmax achieved 305 MHz, total of max-cap violations 0, ant diodes 0, Root Buffer clkbuf_16, met3 Use GR 0.0445, vias in the first global route 5110, CP bufs+invs 2, Seq share, synth 0.696, Max stage delay on crit path 0.59 ns, share of cells above drive strength 1 0.0438, CTS sink count 199, most frequent logic cell in the layout clkdlybuf4s50_1, pwr dens 210 mW/mm2, PostCTS Resize Cnt 0, Core Density at Floorplan 0.104, TritonCTS clock tree done, initial DRC count 118, HP Class input port to register
==> layer usage <==
| metal | up-vias | wire (um) | part of all wire |
|---|---|---|---|
| met3 | 40 | 3130 | 0.14 |
| met2 | 297 | 10500 | 0.45 |
| met1 | 2122 | 8860 | 0.38 |
| met4 | 10 | 576 | 0.025 |
| met5 | - | 69 | 0.0030 |
| li1 | 2321 | - | - |
==> logic make-up after synthesis <==
group / count (synthesis) / synth area share
AND/OR/NAND/NOR: 208 / 0.202
buffers and inverters: 56 / 0.0406
flip-flops: 199 / 0.696
AND-OR/OR-AND: 7 / 0.00634
multiplexers: 32 / 0.0559
==> synthesized netlist by cell type, drive strengths merged <==
library cell	n	share of area
dfxtp	199	0.70
and2	129	0.14
nand2	70	0.046
inv	32	0.021
mux2i	32	0.056
clkbuf	20	0.013
a21oi	6	0.0052
buf	4	0.0066
nand2b	2	0.0022
nor2	1	0.00065
nor3	1	0.00087
nor4	1	0.0037
o22ai	1	0.0011
or3b	1	0.0015
or4	1	0.0013
or4b	1	0.0024
or4bb	1	0.0020
==> flip-flops by register name, indices dropped and copies added, names as in the netlist <==
signal / count
A3_E: 5
MemWrite_E: 1
IR_E: 32
PC4_E: 32
PC8_E: 32
RT_E: 32
EXT_E: 32
RS_E: 32
RegWrite_E: 1
==> per-stage QoR <==
step	power (mW)	setup slack, ns	cells	util	cell area (um2)
floorplan	1.20	4.38	502	-	5730
global placement	1.42	3.42	1630	0.192	10600
detailed placement	1.42	3.43	1630	0.192	10600
CTS	2.42	3.99	1662	0.203	11200
global route	2.46	3.89	1662	0.203	11200
finish	2.34	4.02	1662	0.203	11200
==> final timing paths <==
path,startpoint,endpoint,slack [ns],depth (start not counted)
max,IR_D[5],PC8_E[7]$_SDFF_PP0_,4.02,5
min,A3_D[2],A3_E[2]$_SDFF_PP0_,1.52,3
==> power breakdown <==
group | switching, mW | leakage, nW | internal (mW)
Sequential | 0.0116 | 1.63 | 1.13
Clock | 0.460 | 0.281 | 0.498
Combinational | 0.0613 | 2.36 | 0.184
==> area by class of cell <==
class / count / share of cell area
Inverter: 32 / 0.0107
Tap cell: 748 / 0.0837
Clock inverter: 13 / 0.0119
Clock buffer: 19 / 0.0405
Sequential cell: 199 / 0.356
Multi-Input combinational cell: 247 / 0.136
Timing Repair Buffer: 404 / 0.361
No activity file was given, so power comes from the tool's default toggle rates.
